==> ./design.v <==
module fir 
#(  parameter pADDR_WIDTH = 12,
    parameter pDATA_WIDTH = 32,
    parameter Tape_Num    = 10  
)
(
    output  wire                     awready,  
    output  wire                      wready,   
    input   wire                     awvalid,  
    input   wire [(pADDR_WIDTH-1):0] awaddr,   
    input   wire                     wvalid,  
    input   wire [(pDATA_WIDTH-1):0] wdata,   
    output  wire                     arready,  
    input   wire                     rready,  
    input   wire                     arvalid,  
    input   wire [(pADDR_WIDTH-1):0] araddr,  
    output  reg                      rvalid,  
    output  reg  [(pDATA_WIDTH-1):0] rdata,   
    input   wire                     ss_tvalid,  
    input   wire [(pDATA_WIDTH-1):0] ss_tdata,  
    input   wire                     ss_tlast,  
    output  reg                      ss_tready,  
    input   wire                     sm_tready,  
    output  reg                      sm_tvalid,  
    output  reg  [(pDATA_WIDTH-1):0] sm_tdata,  
    output  reg                      sm_tlast,  
    output  reg  [3:0]               tap_WE,
    output  wire                     tap_EN,
    output  reg  [(pDATA_WIDTH-1):0] tap_Di,
    output  wire   [(pADDR_WIDTH-1):0] tap_A,
    input   wire [(pDATA_WIDTH-1):0] tap_Do,
    output  reg  [3:0]               data_WE,
    output  wire                     data_EN,
    output  reg  [(pDATA_WIDTH-1):0] data_Di,
    output  wire [(pADDR_WIDTH-1):0] data_A,
    input   wire [(pDATA_WIDTH-1):0] data_Do,
    input   wire                     axis_clk,
    input   wire                     axis_rst_n
);
localparam S_RESET_RAM = 0;
localparam S_COMPUTE = 1;
localparam S_READY = 2;
localparam S_DONE = 3;
localparam S_FIN = 4;
localparam S_WAIT_START = 5;
reg ap_done_w, ap_done_r;
reg ap_idle_w, ap_idle_r;
reg ap_start_w, ap_start_r;
reg rvalid_w;
reg [(pDATA_WIDTH-1):0] rdata_w;
reg read_axil_wait_w, read_axil_wait_r;
reg tap_A_read, tap_A_write;
reg [(pDATA_WIDTH-1):0] data_len_w,data_len_r;
wire [31:0] addr_map_0_data;
reg [3:0] data_A_byte;
reg [3:0] state_w, state_r;
reg [3:0] data_addr_cnt_w, data_addr_cnt_r;
reg [3:0] data_addr_base_w, data_addr_base_r;
reg [(pDATA_WIDTH-1):0] res_w,res_r;
reg last_one_w, last_one_r;
wire [31:0] mac_result;
assign addr_map_0_data = {{29{1'b0}},ap_idle_r,ap_done_r,ap_start_r};
assign tap_EN = 1'b1;
assign data_EN = 1'b1;
assign tap_A =  tap_A_write ? awaddr-64 : 
                tap_A_read ? araddr-64 : data_addr_cnt_r<<2;
assign wready = awvalid && wvalid;
assign awready = awvalid && wvalid;
assign data_A = data_A_byte << 2;
assign arready = 1;
assign mac_result = $signed(res_r) + $signed($signed(data_Do) * $signed(tap_Do));
always @(*) begin
    state_w = state_r;
    case (state_r)
        S_RESET_RAM:begin
            if(data_addr_cnt_r == Tape_Num)begin
                state_w = S_WAIT_START;
            end
        end
        S_WAIT_START:begin
            if(ap_start_r)begin
                state_w = S_READY;
            end
        end
        S_READY:begin
            if(ss_tvalid)begin
                state_w = S_COMPUTE;
            end
        end
        S_COMPUTE:begin
            if(data_addr_cnt_r == Tape_Num)begin
                state_w = S_DONE;
            end
        end
        S_DONE:begin
            if(sm_tready)begin
                if(last_one_r) 
                    state_w = S_FIN;
                else
                    state_w = S_READY;
            end
        end
    endcase
end
always @(*) begin
    data_addr_cnt_w = data_addr_cnt_r;
    data_WE = 4'b0000;
    data_Di = 0;
    data_A_byte = 0;
    ap_done_w = ap_done_r;
    ap_idle_w = ap_idle_r;
    data_addr_base_w = data_addr_base_r;
    last_one_w = last_one_r;
    ss_tready = 0;
    sm_tvalid = 0;
    sm_tdata = 0;
    res_w = res_r;
    case (state_r)
        S_RESET_RAM:begin
            data_WE = 4'b1111;
            data_Di = 0;
            data_A_byte = data_addr_cnt_r;
            if (data_addr_cnt_r == Tape_Num)begin
                data_addr_cnt_w = data_addr_cnt_r;
                ap_idle_w = 0;
            end
            else begin
                data_addr_cnt_w = data_addr_cnt_r + 1;
            end
        end
        S_WAIT_START:begin
            data_addr_cnt_w = 0;
        end
        S_READY:begin
            ss_tready = 1;
            res_w = 0;
            if(ss_tvalid)begin
                data_Di = ss_tdata;
                data_WE = 4'b1111;
                data_A_byte = data_addr_base_r;
            end
        end
        S_COMPUTE:begin
            res_w = mac_result;
            data_A_byte = (data_addr_base_r + data_addr_cnt_r > Tape_Num) ? 
                        data_addr_base_r + data_addr_cnt_r - Tape_Num - 1 : 
                        data_addr_base_r + data_addr_cnt_r;
            if(data_addr_cnt_r == Tape_Num)begin
                data_addr_cnt_w = 0;
                if(data_addr_base_r == 0)begin
                    data_addr_base_w = Tape_Num;
                end
                else begin
                    data_addr_base_w = data_addr_base_r - 1;
                end
                if(ss_tlast)begin
                    ap_done_w = 1;
                    ap_idle_w = 1;
                end
            end
            else begin
                data_addr_cnt_w = data_addr_cnt_r + 1;
            end
        end
        S_DONE:begin
            sm_tvalid = 1;
            sm_tdata = res_r;
            if(sm_tready)begin
                res_w = 0;
                last_one_w = ss_tlast;
            end
        end
        S_FIN:begin
        end
    endcase
end
always @(*) begin
    tap_A_write = 0;
    tap_Di = 0;
    tap_WE = 0;
    ap_start_w = 0;
    data_len_w = data_len_r;
    if(awvalid && wvalid)begin
        if(awaddr >= 64)begin
            tap_A_write = 1;
            tap_Di = wdata;
            tap_WE = 4'b1111;
        end
        else begin
            if (awaddr == 0)begin
                ap_start_w = 1;
            end
            else begin  
                data_len_w = wdata;
            end
        end
    end
end
always @(*) begin
    rvalid_w = 0;
    rdata_w = 0;
    read_axil_wait_w = 0;
    tap_A_read = 0;
    if(arvalid)begin
        if(araddr == 0)begin
            rdata_w = addr_map_0_data;
            rvalid_w = 1;
        end
        else begin
            if(read_axil_wait_r == 0) begin
                read_axil_wait_w = 1;
                tap_A_read = 1;
            end
            else begin
                rdata_w = tap_Do;
                rvalid_w = 1;
            end
        end
    end
end
always @(posedge axis_clk or negedge axis_rst_n) begin
    if(!axis_rst_n) begin
        ap_done_r <= 1'b0;
        ap_idle_r <= 1'b1;  
        ap_start_r <= 1'b0;
        rdata <= 0;
        rvalid <= 0;
        read_axil_wait_r <= 0;
        data_len_r <= 0;
        data_addr_cnt_r <= 0;
        state_r <= S_RESET_RAM;
        data_addr_base_r <= Tape_Num;
        res_r <= 0;
        last_one_r <= 0;
    end 
    else begin
        ap_done_r <= ap_done_w;
        ap_idle_r <= ap_idle_w;
        ap_start_r <= ap_start_w;
        rdata <= rdata_w;
        rvalid <= rvalid_w;
        read_axil_wait_r <= read_axil_wait_w;
        data_len_r <= data_len_w;
        data_addr_cnt_r <= data_addr_cnt_w;
        state_r <= state_w;
        data_addr_base_r <= data_addr_base_w;
        res_r <= res_w;
        last_one_r <= last_one_w;
    end
end
endmodule
==> ./run.sh <==
#!/bin/bash
# OpenROAD 26Q1-2900-gdf79404cd8, Yosys 0.63+post, stock flow scripts
make -C /OpenROAD-flow-scripts/flow DESIGN_CONFIG=/design/flow/config.mk WORK_HOME=/design/flow/orfs finish
==> ./config.mk <==
export PLATFORM = sky130hd
export DESIGN_NAME = fir
export DESIGN_NICKNAME = fir
export VERILOG_FILES = /design/flow/design.v
export SDC_FILE = /design/flow/constraint.sdc
export NUM_CORES = 4
export LEC_CHECK = 1
export CORE_UTILIZATION = 40
==> ./constraint.sdc <==
current_design fir

set clk_period 10.6
set clk_io_pct 0.2

create_clock -name clk0 -period $clk_period [get_ports {axis_clk}]

set non_clock_inputs [all_inputs -no_clocks]
set_input_delay [expr $clk_period * $clk_io_pct] -clock clk0 $non_clock_inputs
set_output_delay [expr $clk_period * $clk_io_pct] -clock clk0 [all_outputs]
==> flow_metrics.py <==
# Flow results
metrics = {
    "route": {
        "drt-pass1-iter-count": 4,
        "num_vias": 16500,
        "drt-total-wl_um": 63400,
        "drcViolationCount": 0,
        "ant_nets": 0,
        "vias_per_cell": 4.87,
        "drtIter0Drc": 595,
        "avgRoutedWirePerCell_um": 18.8,
    },
    "synthesis": {
        "yosysMostFrequentCell": "inv_1",
        "xor_share_pct": 4.11,
        "numSynthFlops": 83,
        "edf_count": 0,
        "synth.avg_cell_area_um2": 9.00,
        "synth_area_mm2": 0.0217,
        "top_area_share_pct": 40.4,
        "netlist_instances": 2415,
        "synth-main-ff-cell": "dfrtp_1",
        "ys_seq_share_pct": 9.58,
        "synthTopCellsByArea": "fa_1 (40%), and2_1 (11%), ha_1 (9.6%)",
        "ys_types": 61,
        "logic_family": "adder cells",
        "aoi_share_pct": 4.30,
        "async_reset_ff_share_pct": 100,
        "muxShareOfSynthArea_pct": 0.340,
        "yosys_warnings": 2,
        "simple_gate_area_share_pct": 19.5,
        "ys_cells": 2415,
        "ys_sh_adder_pct": 50.0,
        "synth.largest_area_cell": "fa_1",
        "ys_area_mm2": 0.0217,
        "synth.cells.most_frequent": "inv_1 (544), fa_1 (439), and2_1 (384)",
    },
    "setup_path": {
        "arrival_ns": 10.06,
        "required_ns": 10.87,
        "path_max_fanout": 13,
        "critPathKind": "in2reg",
        "end_kind": "flop",
        "start_kind": "input pin",
    },
    "floorplanning": {
        "die_w_um": 235,
        "fp-utilization_pct": 40.5,
        "die_h_um": 235,
        "num_rows": 85,
        "coreArea_mm2": 0.0537,
        "num_io_pins": 330,
        "chipArea_mm2": 0.0553,
    },
    "job": {
        "warnings": 32,
        "maxCapViolCount": 0,
    },
    "timing": {
        "worstMarginPinSlew_ns": 0.802,
        "finalCritPeriodShare_pct": 92.3,
        "finalHoldViolCount": 0,
        "max_slew_margin_pct": 46.4,
        "slew_viol_final": 0,
        "finalCriticalPeriod_ns": 9.79,
        "timing.fmax_ghz": 0.102,
        "rsz0062_at_grt": "false",
        "fin_tns_setup_ns": 0,
        "finClkSkew_ns": 0.0198,
        "layout_setup_ws_ns": 0.814,
        "setup-violations-final": 0,
    },
    "finish": {
        "synthToLayoutAreaGrowth_pct": 19.6,
        "final_layout_size_suffix_gt1_share_pct": 3.51,
        "final_core_util_pct": 48.4,
        "final_area_mm2": 0.0260,
    },
    "global_routing": {
        "gr-usage-all-layers_pct": 25.3,
        "grt_max_degree": 49,
        "antenna_found_initial": 5,
        "grt-ovfl-total": 0,
        "grt_pass1_vias": 17400,
        "grt_first_pass_wirelength_um": 100000,
    },
    "clock_tree": {
        "clkSinkCount": 83,
        "cts_resized": 0,
        "cts_buffers": 9,
        "path_clk_slew_ns": 0.08,
        "cts_setup_buffers": 0,
        "root_buffer": "clkbuf_16",
        "cts.htree.levels": 3,
        "worstSkewPairLatency_ns": 0.41,
        "hold_buffers": 0,
        "cts_buffer_depth": 2,
        "cts_tree": "yes",
    },
    "placement": {
        "port-buffer-count": 316,
        "pre_cts_slack_ns": 0.564,
        "place_congestion": 0.908,
        "post-dp-hpwl_um": 53200,
        "post_dp_cell_area_mm2": 0.0257,
    },
    "hold_path": {
        "hold_class": "reg2reg",
    },
    "run_status": {
        "status": "complete, no violations",
    },
}
-- through the flow --
stage | cells | hold slack, ns
finish | 3379 | 0.493
global route | 3378 | 0.517
CTS | 3374 | 0.502
detailed placement | 3358 | 0.484
global placement | 3358 | 0.480
floorplan | 2425 | 0.441
-- placed cells by master (no fill, tap or decap), types with 9 or more instances in the layout --
cell / instances
inv_1: 544
fa_1: 439
and2_1: 384
clkdlybuf4s50_1: 315
nand2_1: 265
ha_1: 166
dfrtp_1: 79
xnor2_1: 76
and3_1: 69
buf_4: 60
o21ai_0: 43
a21oi_1: 32
xor2_1: 26
nor2_1: 21
a21o_1: 13
conb_1: 12
nor3_1: 11
clkbuf_16: 9
-- critical path, stage by stage --
cell,delay [ns]
clkdlybuf4s50_1,0.83
and2_1,0.39
fa_1,0.46
fa_1,0.54
inv_1,0.05
fa_1,0.48
fa_1,0.58
fa_1,0.45
fa_1,0.57
inv_1,0.06
fa_1,0.47
inv_1,0.05
fa_1,0.49
inv_1,0.05
ha_1,0.36
a211oi_1,0.27
o221ai_1,0.32
a221oi_2,0.35
a21oi_1,0.10
a31oi_1,0.33
a21oi_1,0.19
a31oi_1,0.29
xnor2_1,0.15
o21ai_0,0.09
-- final cells by class --
| class | count | area (um^2) |
|---|---|---|
| diodes | 5 | 12.5 |
| repair buffers | 376 | 3620 |
| flip-flops and latches | 83 | 2080 |
| inverters | 544 | 2040 |
| fillers | 4923 | 27700 |
| clock buffers | 9 | 225 |
| clock inverters | 7 | 76.3 |
| well taps | 696 | 871 |
| multi-input cells | 1659 | 17100 |
-- registers in the layout, indices dropped and copies added, names as in the netlist --
register	cells
last_one_r	1
rvalid	1
data_addr_cnt_r	4
read_axil_wait_r	1
ap_done_r	1
res_r	32
ap_start_r	1
state_r	5
rdata	32
data_addr_base_r	4
ap_idle_r	1
-- final timing paths --
kind	start	end	slack, ns	cells after the start
max reg2reg	res_r[18]$_DFFE_PN0P_	res_r[31]$_DFFE_PN0P_	3.25	22
min reg2reg	ap_done_r$_DFFE_PN0P_	ap_done_r$_DFFE_PN0P_	0.49	1
max	tap_Do[1]	res_r[31]$_DFFE_PN0P_	0.81	24
max in group asynchronous	axis_rst_n	data_addr_base_r[1]$_DFFE_PN1P_	7.81	2
min in group asynchronous	axis_rst_n	rdata[17]$_DFF_PN0_	1.76	1
min	ap_done_r$_DFFE_PN0P_	ap_done_r$_DFFE_PN0P_	0.49	1
-- cells by family after synthesis --
logic type / Yosys count
xor gates and xnor gates: 102
and+or+nand+nor: 789
DFF: 83
muxes: 7
AOI/OAI and AO/OA: 144
buffers and inverters: 683
adders and majority gates: 605
other: 2
-- per-layer routing --
layer / vias to the layer above / GRT usage (%) / routed length, um
met2: 626 / 39.8 / 31000
li1: 7596 / - / -
met4: 0 / 5.60 / 1630
met3: 59 / 9.98 / 5980
met1: 8171 / 34.0 / 24800
met5: - / 0 / 0
