File: flow/design.v
module bram11 (clk, we, re, waddr, raddr, wdi, rdo);
    parameter ADDR_WIDTH = 12;
    parameter SIZE = 11;
    parameter BIT_WIDTH = 32;
    input                          clk;
    input                          we, re;
    input [ADDR_WIDTH-1:0]         waddr, raddr;
    input [BIT_WIDTH-1:0]          wdi;
    output reg [BIT_WIDTH-1:0]     rdo;
    reg [BIT_WIDTH-1:0] RAM [SIZE-1:0];
    wire [BIT_WIDTH-1:0] ram0 = RAM[0];
    wire [BIT_WIDTH-1:0] ram1 = RAM[1];
    wire [BIT_WIDTH-1:0] ram2 = RAM[2];
    wire [BIT_WIDTH-1:0] ram3 = RAM[3];
    wire [BIT_WIDTH-1:0] ram4 = RAM[4];
    wire [BIT_WIDTH-1:0] ram5 = RAM[5];
    wire [BIT_WIDTH-1:0] ram6 = RAM[6];
    wire [BIT_WIDTH-1:0] ram7 = RAM[7];
    wire [BIT_WIDTH-1:0] ram8 = RAM[8];
    wire [BIT_WIDTH-1:0] ram9 = RAM[9];
    wire [BIT_WIDTH-1:0] ram10 = RAM[10];
    always @(posedge clk)begin
        if(re) rdo <= RAM[raddr];
    end
    always @(posedge clk)begin
        if(we) RAM[waddr] <= wdi;
    end
endmodule
File: flow/run.sh
#!/bin/bash
# OpenROAD 26Q1-2900-gdf79404cd8, Yosys 0.63+post, stock flow scripts
make -C /OpenROAD-flow-scripts/flow DESIGN_CONFIG=/design/flow/config.mk WORK_HOME=/design/flow/orfs finish
File: flow/config.mk
export PLATFORM = sky130hd
export DESIGN_NAME = bram11
export DESIGN_NICKNAME = bram11
export VERILOG_FILES = /design/flow/design.v
export SDC_FILE = /design/flow/constraint.sdc
export NUM_CORES = 4
export LEC_CHECK = 1
export CORE_UTILIZATION = 30
File: flow/constraint.sdc
current_design bram11

set clk_period 4.7
set clk_io_pct 0.2

create_clock -name clk0 -period $clk_period [get_ports {clk}]

set non_clock_inputs [all_inputs -no_clocks]
set_input_delay [expr $clk_period * $clk_io_pct] -clock clk0 $non_clock_inputs
set_output_delay [expr $clk_period * $clk_io_pct] -clock clk0 [all_outputs]
==> metrics.txt <==
# HELP chip_impl_metric Yosys and OpenROAD flow results
# TYPE chip_impl_metric gauge
chip_impl_metric{name="design_area",unit="um2"} 17700
chip_impl_info{name="critPathKind",value="in -> reg"} 1
chip_impl_metric{name="drive_above_1_share",unit=""} 0.207
chip_impl_metric{name="dpl-instance-area",unit="um2"} 16500
chip_impl_metric{name="number_of_global_route_vias_before_repair",unit=""} 7484
chip_impl_metric{name="cellPowerDensity",unit="nW/um2"} 409
chip_impl_metric{name="critical_path.max_fanout",unit=""} 20
chip_impl_metric{name="yosys.stat.chipArea",unit="um2"} 15000
chip_impl_metric{name="slew_headroom",unit=""} 0.453
chip_impl_metric{name="netlist_area",unit="um2"} 15000
chip_impl_metric{name="ys_cells",unit=""} 770
chip_impl_metric{name="fp.dieArea",unit="um2"} 50800
chip_impl_metric{name="cts_max_path_buffers",unit=""} 3
chip_impl_metric{name="max_slew.worst_pin.slew",unit="ns"} 0.820
chip_impl_metric{name="globalRouteOverflowTotal",unit=""} 0
chip_impl_metric{name="post_drt_wl_per_cell",unit="um"} 19.7
chip_impl_metric{name="cts_num_sinks",unit=""} 384
chip_impl_info{name="synth.top_cells.by_area",value="edfxtp_1 (77%), mux2_2 (4.6%), mux2i_1 (4.3%), mux2_1 (2.6%), o31ai_2 (2.6%)"} 1
chip_impl_metric{name="areaGrowthSynthToFinish",unit="%"} 18.5
chip_impl_metric{name="power.combinational.fraction",unit=""} 0.056
chip_impl_metric{name="track_usage",unit=""} 0.130
chip_impl_metric{name="power.share.switching",unit=""} 0.205
chip_impl_metric{name="timing_max_transition_violations_final",unit=""} 0
chip_impl_metric{name="worstPathArrival",unit="ns"} 2.81
chip_impl_metric{name="ir_drop",unit="mV"} 0.275
chip_impl_metric{name="detail-route-antenna-nets",unit=""} 0
chip_impl_metric{name="p_sw",unit="mW"} 1.48
chip_impl_metric{name="post-route-drc-count",unit=""} 0
chip_impl_metric{name="synth_cells",unit=""} 770
chip_impl_metric{name="avgViaCountPerCell",unit=""} 4.65
chip_impl_metric{name="synth-async-reset-ratio",unit=""} 0
chip_impl_metric{name="number_of_iterations_in_the_first_detailed_routing_pass",unit=""} 4
chip_impl_info{name="synthTopCellsByCount",value="edfxtp_1 (384), mux2i_1 (64), mux2_2 (61), mux2_1 (35), nand2b_1 (35)"} 1
chip_impl_metric{name="io_pins",unit=""} 91
chip_impl_metric{name="synth-warning-count",unit=""} 1
chip_impl_metric{name="period_used_share",unit=""} 0.559
chip_impl_metric{name="initial_antenna_violation_count",unit=""} 4
chip_impl_metric{name="floorplan.core_util",unit=""} 0.305
chip_impl_metric{name="detailedPlacementHpwl",unit="mm"} 15.5
chip_impl_metric{name="insertion_delay",unit="ns"} 0.53
chip_impl_metric{name="cts_hold_buf",unit=""} 0
chip_impl_metric{name="fp-row-count",unit=""} 81
chip_impl_info{name="root_buffer",value="clkbuf_16"} 1
chip_impl_metric{name="total_power",unit="mW"} 7.25
chip_impl_metric{name="ys_types",unit=""} 23
chip_impl_metric{name="postSynthSeqShare",unit=""} 0.771
chip_impl_metric{name="skew",unit="ns"} 0.0107
chip_impl_metric{name="drv.max_cap_violation_count",unit=""} 0
chip_impl_metric{name="clkTransAtPathRegs",unit="ns"} 0.06
chip_impl_metric{name="worstPathRequired",unit="ns"} 4.88
chip_impl_metric{name="synth-edff-count",unit=""} 384
chip_impl_info{name="synthDominantAreaCellType",value="edfxtp_1"} 1
chip_impl_metric{name="synthDominantCellAreaShare",unit=""} 0.771
chip_impl_metric{name="numPortBuffers",unit=""} 74
chip_impl_metric{name="vias",unit=""} 7243
chip_impl_metric{name="fp.dieH",unit="um"} 225
chip_impl_info{name="hold_class",value="reg -> reg"} 1
chip_impl_metric{name="setup_viol",unit=""} 0
chip_impl_info{name="worstSetupEndpointType",value="flop"} 1
chip_impl_info{name="status",value="finished clean"} 1
chip_impl_metric{name="tool_warnings",unit=""} 41
chip_impl_metric{name="timing.final.hold_violations",unit=""} 0
chip_impl_metric{name="cts_max_level",unit=""} 2
chip_impl_metric{name="cellLeakagePower",unit="nW"} 5.68
chip_impl_metric{name="wl_met3",unit="mm"} 3.83
chip_impl_metric{name="total_wire_length",unit="mm"} 30.7
chip_impl_metric{name="met1_wl",unit="mm"} 12.8
chip_impl_metric{name="grt_first_pass_wirelength",unit="mm"} 45.5
chip_impl_info{name="routed.top_layer",value="met5"} 1
chip_impl_info{name="postSynth.topFlopCell",value="edfxtp_1"} 1
chip_impl_metric{name="setup-tns-final",unit="ns"} 0
chip_impl_metric{name="postSynthRegisterBits",unit=""} 384
chip_impl_metric{name="grt_max_degree",unit=""} 65
chip_impl_info{name="post-synth-top-count-cell",value="edfxtp_1"} 1
chip_impl_metric{name="met2_wirelength",unit="mm"} 13.5
chip_impl_metric{name="maxClockFrequency",unit="GHz"} 0.381
chip_impl_metric{name="post-route-min-period",unit="ns"} 2.63
chip_impl_metric{name="clk_network_pwr_share",unit=""} 0.408
chip_impl_metric{name="synthesis.area_per_instance",unit="um2"} 19.4
chip_impl_info{name="startpoint_type",value="input port"} 1
chip_impl_metric{name="dieWidth",unit="um"} 225
chip_impl_metric{name="core",unit="um2"} 49100
chip_impl_metric{name="cts_post_setup_buffers_inserted",unit=""} 0
chip_impl_info{name="rsz0062_at_grt",value="false"} 1
chip_impl_metric{name="post_cts_resized",unit=""} 0
chip_impl_metric{name="numCtsBuffers",unit=""} 40
chip_impl_metric{name="nFillCells",unit=""} 4509
chip_impl_metric{name="gpl.final_weighted_congestion",unit=""} 0.755
chip_impl_metric{name="internal_power",unit="mW"} 5.76
chip_impl_metric{name="detailedRoute.firstIterationViolations",unit=""} 391
chip_impl_metric{name="pwr-share-seq",unit=""} 0.536
chip_impl_info{name="clock_tree_from_tritoncts",value="done"} 1
==> critical path: stages <==
cell and delay (ns):
clkdlybuf4s50_1 0.42, nand3b_1 0.39, nor2_4 0.57, buf_4 0.47
==> kinds of logic after synthesis <==
family / Yosys count / share of synthesized area
AND-OR/OR-AND: 128 / 0.0756
buffers and inverters: 45 / 0.0183
flip-flops: 384 / 0.771
multiplexers: 160 / 0.115
AND/OR/NAND/NOR: 53 / 0.0204
==> metrics by stage <==
step	std cells	hold WS [ns]	util	setup WS (ns)
4_1_cts	1555	0.667	0.361	2.06
3_3_place_gp	1484	0.645	0.337	1.53
3_5_place_dp	1484	0.651	0.337	1.51
6_report	1556	0.661	0.362	2.07
2_1_floorplan	770	0.616	-	0.579
5_1_grt	1555	0.702	0.361	1.98
==> power by group through the flow <==
stage     sequential (mW)  clock, mW  combinational (mW)
4_1_cts              3.88       3.03               0.416
5_1_grt              3.89       3.16               0.446
6_report             3.88       2.96               0.406
==> placed cells by master, fill, tap and decap left out <==
cell	count
clkinv_1	8
nor2b_4	1
diode_2	1
o211ai_2	3
a22o_1	32
nor2_4	9
clkdlybuf4s50_1	70
edfxtp_1	384
o31ai_2	31
nand3b_1	2
nand2b_1	35
buf_2	2
or3b_2	1
buf_4	21
mux2_2	61
buf_12	1
clkinv_2	5
clkbuf_16	41
inv_8	1
clkbuf_1	13
buf_6	1
nand2_1	2
nor3_2	3
o211ai_1	29
mux2i_1	64
inv_16	1
o31ai_1	1
bufinv_16	2
mux2_1	35
o22ai_1	32
==> path summary, 6_finish.rpt <==
check,startpoint,endpoint,slack [ns],cells past startpoint
setup / recovery,waddr[3],RAM[6][26],2.07,4
hold / removal,RAM[10][29],rdo[29],0.66,3
setup reg to reg,RAM[9][1],rdo[1],3.43,3
hold reg to reg,RAM[10][29],rdo[29],0.66,3
==> sequential cells by signal, indices dropped and copies added (netlist names) <==
signal / cells
RAM: 352
rdo: 32
==> layout make-up <==
type	instances	area (um2)	share of cell area
Tap cell	664	831	0.0468
Multi-Input combinational cell	341	3250	0.183
Antenna cell	1	2.50	0.000141
Sequential cell	384	11500	0.650
Clock inverter	17	146	0.00826
Timing Repair Buffer	95	900	0.0507
Clock buffer	54	1070	0.0606
==> layer usage <==
metal | global-route usage | vias to the layer above
met5 | 0 | -
met4 | 0.0206 | 6
met3 | 0.0756 | 46
met2 | 0.186 | 321
met1 | 0.183 | 3558
li1 | - | 3312
No activity file was given, so power comes from the tool's default toggle rates.
